==> design.v <==
`timescale 1ns / 1ps
module Seg7_decode(
    input wire [31:0] data,
    input wire [7:0] LE,
    output wire [63:0] pattern
    );
    wire [63:0] digits;
    generate
        genvar i;
        for (i = 0; i < 8; i = i + 1) begin: decode
            Seg7_decoder decoder (
                .data(data[i*4+:4]),
                .seg(digits[i*8+:7])
            );
            assign digits[i*8+7] = 1;
            assign pattern[i*8+:8] = digits[i*8+:8] | {8{LE[i]}};
        end
    endgenerate
endmodule
`timescale 1ns / 1ps
module Seg7_decoder(
    input wire [3:0] data,
    output reg [6:0] seg
    );
    always @ (*) begin
        case (data)
            4'h0: seg = 7'b1000000;
            4'h1: seg = 7'b1111001;
            4'h2: seg = 7'b0100100;
            4'h3: seg = 7'b0110000;
            4'h4: seg = 7'b0011001;
            4'h5: seg = 7'b0010010;
            4'h6: seg = 7'b0000010;
            4'h7: seg = 7'b1111000;
            4'h8: seg = 7'b0000000;
            4'h9: seg = 7'b0010000;
            4'hA: seg = 7'b0001000;
            4'hB: seg = 7'b0000011;
            4'hC: seg = 7'b1000110;
            4'hD: seg = 7'b0100001;
            4'hE: seg = 7'b0000110;
            4'hF: seg = 7'b0001110;
        endcase
    end
endmodule
`timescale 1ns / 1ps
module Seg7_driver(
    input wire clk,
    input wire [31:0] data,
    output wire SEGLED_CLK, SEGLED_DO, SEGLED_PEN, SEGLED_CLR
    );
    reg [31:0] clk_div = 0;
    always @ (posedge clk) begin
        clk_div <= clk_div + 1;
    end
    wire clk_io = clk_div[3];
    wire [1:0] clk_scan = clk_div[15:14];
    wire clk_blink = clk_div[25];
    wire [63:0] disp_data;
    wire [31:0] disp_pattern;
    wire [3:0] sout;
    Seg7_decode decode (
        .data(data),
        .LE(8'h00),
        .pattern(disp_data)
    );
    Seg7_remap remap (
        .in(data),
        .out(disp_pattern)
    );
    shift_reg shift_reg (
        .clk(clk_io),
        .pdata(disp_data),
        .sout(sout)
    );
    assign {SEGLED_CLK, SEGLED_DO, SEGLED_PEN, SEGLED_CLR} = sout;
endmodule
`timescale 1ns / 1ps
module Seg7_remap(
    input wire [31:0] in,
    output wire [31:0] out
    );
    assign out[ 7: 0] = {in[24], in[12], in[5], in[17], in[25], in[16], in[4], in[0]};
    assign out[15: 8] = {in[26], in[13], in[7], in[19], in[27], in[18], in[6], in[1]};
    assign out[23:16] = {in[28], in[14], in[9], in[21], in[29], in[20], in[8], in[2]};
    assign out[31:24] = {in[30], in[15], in[11],in[23], in[31], in[22], in[10],in[3]};
endmodule
`timescale 1ns / 1ps
module shift_reg(
    input wire clk,
    input wire [63:0] pdata,
    output wire [3:0] sout
    );
    wire sck, sdat, clrn;
    reg oe;
    assign sout = {sck, sdat, oe, clrn};
    reg [64:0] shift;
    reg [11:0] counter = -1;
    wire sckEn = |shift[63:0];
    assign sck = ~clk & sckEn;
    assign sdat = shift[64];
    assign clrn = 1'b1;
    always @ (posedge clk) begin
        if (sckEn)
            shift <= {shift[63:0], 1'b0};
        else begin
            if (&counter) begin
                shift <= {pdata, 1'b1};
                oe <= 1'b0;
            end
            else
                oe <= 1'b1;
            counter <= counter + 1;
        end
    end
endmodule
==> run.sh <==
#!/bin/bash
# OpenROAD 26Q1-2900-gdf79404cd8, Yosys 0.63+post, stock flow scripts
make -C /OpenROAD-flow-scripts/flow DESIGN_CONFIG=/design/flow/config.mk WORK_HOME=/design/flow/orfs finish
==> config.mk <==
export PLATFORM = sky130hd
export DESIGN_NAME = Seg7_driver
export DESIGN_NICKNAME = Seg7_driver
export VERILOG_FILES = /design/flow/design.v
export SDC_FILE = /design/flow/constraint.sdc
export NUM_CORES = 4
export LEC_CHECK = 1
export CORE_UTILIZATION = 50
==> constraint.sdc <==
current_design Seg7_driver

set clk_period 2.5
set clk_io_pct 0.2

create_clock -name clk0 -period $clk_period [get_ports {clk}]

set non_clock_inputs [all_inputs -no_clocks]
set_input_delay [expr $clk_period * $clk_io_pct] -clock clk0 $non_clock_inputs
set_output_delay [expr $clk_period * $clk_io_pct] -clock clk0 [all_outputs]
==> summary.txt <==
The synthesis and place-and-route flow finished, so here is a summary.

For reference, the final report shows the hold violation count at 0. Summed over all layers, the global routing overflow is 0. The clock network burns 24.5% of the power. The analysis attributes to net switching a power of 0.206 mW.

The clock tree from TritonCTS is done. The register with the most flip-flops in the layout has 65 of them. Once detail routing completed, the nets flagged for antenna violations numbered 0. The first-pass GRT wire length came out at 16.1 mm. The combinational power share came out at 63.7%. Per the run report, area growth between synthesis and finish was 8.61%.

The cell area after layout came out at 6000 µm². The DRC violation count after routing came out at 0. The filler cell count came out at 922. The worst clock skew came out at 0.00402 ns.

The count of TritonRoute iterations in the first routing pass came out at 4. 157 endpoints have no timing constraint. The number of violations reported at the end of detailed-routing iteration 0 is 180. The top-level I/O count came out at 37. The endpoint kind of the worst setup timing path is an output port.

The count of different cell masters after synthesis is 37. The timer found 78 register pins that no clock reaches; their paths are not timed. The fraction of layout instances using a drive strength above 1 is 15.7%. The power share of the sequential group is 11.8%.

Setup repair after global routing left no endpoint under its margin. The count of standard-cell rows came out at 38. The number of global-route vias before repair came out at 3398. Wires add up to 9.23 mm. The maximum root-to-sink buffer count came out at 2.

In this run the horizontal extent of the chip is 107 µm. The post-synthesis register bit count came out at 82. The count of placed standard cells in the final layout, fillers left out came out at 644. The maximum net fanout on the critical path came out at 2.

The script computed the net switching share of total power as 37.8%. The area taken by multi-input logic gates is 2850 µm². The floorplan step defined a core boundary enclosing 10800 µm². The vias after detailed routing is 3611. The nature of the critical path startpoint is a register.

The upper clock frequency limit is 620 MHz. The post-place instance area came out at 5960 µm². The final period demand of the worst path is 1.61 ns. The number of synthesis warnings is 3.

The clock root buffer is clkbuf_8. The most used flip-flop cell after synthesis is edfxtp_1. The mean instance size in the synthesized netlist came out at 11.2 µm². The number of enable-type register cells in the synthesized netlist came out at 77. The register area is 2410 µm². The H-tree level count came out at 1. The routing layer with the top usage in global route is met1. Per the gpl log, the routability congestion estimate is 0.859. The number of antenna violations at the first check in global routing is 0. The number of gates given a new drive strength after cts came out at 0. The final number of setup-violating endpoints is 0. The OpenROAD report gives the critical path a required time of 2.00 ns. The full die area is 11500 µm². The transition time at the pin with the least slew margin is 0.808 ns.

The internal power of the cells is 0.338 mW. The category of the most critical setup path is reg2out. For this run, the total global-route usage over all layers was measured as 18.1%. The area of the synthesized netlist per yosys stat came out at 5520 µm². The highest ir drop seen on vdd is 0.406 mV.

The post-CTS setup repair buffer count is 0. The number of antenna diodes in the final layout is 0. The total clock buffers created by CTS is 3. Clock latency on the worst-skew pair, taken at its later pin, is 0.21 ns.

The async set-or-reset flop fraction in the synthesized netlist is 0%. The worst slew margin relative to its limit came out at 46.1%. After synthesis, flip-flops and latches occupy 43.7% of the total area. On the reported timing paths, the clock transition at the registers reads 0.03 ns. After detailed routing, the number of vias per cell comes to 5.61.

The total negative slack came out at 0 ns. The met2 capacity usage during global routing is 26.1%. The share of the cycle needed by the critical path after routing came out at 64.5%. Per the OpenROAD floorplan log, the height of the die is 107 µm.

Yosys stat counts 492 cells in the synthesized netlist. The static leakage power is 2.55 nW. Buffers placed on the I/O ports in this run total 35.

TritonRoute output was used to compute an average wire per cell of 14.3 µm. For this design, the CTS-stage hold fixing added 0 buffers. The fraction of the core area occupied by cells at floorplan is 51.2%.

The number of maximum-capacitance constraint violations is 0. The run finished with clean final reports. The final max-slew violation count recorded for this run is 0.

The number of placed instances with taps included is 641. The arrival time at the worst endpoint came out at 1.11 ns. The global routing met3 resource utilization is 0.930%. According to the hold report, the worst path is of the reg2reg type. In the global route stage, met1 resource usage came out at 34.4%. The number of instances in the synthesized netlist came out at 492. Entering global routing, the biggest net connects 80 pins. The tool warning count came out at 73. The total power draw is 0.544 mW. Before any placement, the netlist area is recorded as 5520 µm². The detailed placement HPWL is 6.59 mm. The total power divided by cell area is 90.6 nW/µm².
-- power by group through the flow --
stage	combinational (mW)	sequential (mW)	clock [mW]
after CTS	0.348	0.0643	0.135
after global routing	0.390	0.0643	0.141
final	0.346	0.0643	0.133
-- final cells by class --
type / count / area share (%)
Clock buffer: 3 / 0.689
Timing Repair Buffer: 40 / 6.47
Sequential cell: 82 / 40.2
Multi-Input combinational cell: 345 / 47.5
Tap cell: 140 / 2.92
Inverter: 34 / 2.13
-- layout by cell type, fill, tap and decap left out, types with 18 or more instances in the layout --
| cell type | synthesis | routed |
|---|---|---|
| edfxtp_1 | 77 | 77 |
| ha_1 | 58 | 58 |
| a31o_2 | 48 | 48 |
| clkdlybuf4s50_1 | 0 | 35 |
| inv_1 | 34 | 34 |
| nor2_1 | 30 | 30 |
| nand2_1 | 22 | 21 |
| mux2i_1 | 21 | 21 |
| nor4_1 | 18 | 18 |
-- Yosys cell counts (all sizes together), types with 15 or more instances --
cell / n / area, µm²
edfxtp: 77 / 2310
ha: 58 / 726
a31o: 56 / 490
inv: 34 / 128
nor2: 30 / 113
nand2: 22 / 82.6
mux2i: 21 / 210
nor4: 19 / 125
clkbuf: 16 / 60.1
buf: 15 / 82.6
-- metal layers --
metal	wire length, µm	part of all wire, %
met2	4070	44
met3	251	2.7
met5	0	0
met4	0	0
met1	4920	53
-- critical path: stages, from the launching register on --
cell             delay, ns
dfxtp_2               0.32
nor2_1                0.10
clkdlybuf4s50_1       0.47
-- cells by family (layout without fill, tap and decap cells) --
| logic type | after synthesis | count (layout) | synth area share (%) |
|---|---|---|---|
| AND-OR/OR-AND | 114 | 114 | 16.0 |
| XOR/XNOR | 12 | 12 | 1.90 |
| adder cells (fa/ha/maj) | 58 | 58 | 13.1 |
| buffers and inverters | 65 | 77 | 4.89 |
| flip-flops | 82 | 82 | 43.7 |
| multiplexers | 37 | 37 | 8.70 |
| other | 1 | 1 | 0.0679 |
| AND/OR/NAND/NOR | 123 | 123 | 11.6 |
-- final timing paths --
check             cells past startpoint       start  slack, ns          to
setup / recovery                      2  clk_div[3]       0.89  SEGLED_CLK
hold / removal                        1  clk_div[0]       0.39  clk_div[0]
setup reg to reg                      2  clk_div[3]       1.30  clk_div[3]
hold reg to reg                       1  clk_div[0]       0.39  clk_div[0]
-- per-stage QoR --
step / utilization (%) / setup slack, ns / hold WS (ns)
3_5_place_dp: 55.2 / 1.11 / 0.386
3_3_place_gp: 55.2 / 1.11 / 0.382
6_report: 55.6 / 0.887 / 0.394
2_1_floorplan: - / 0.712 / 0.370
4_1_cts: 55.6 / 0.882 / 0.393
5_1_grt: 55.6 / 0.826 / 0.418
No activity file was given, so power comes from the tool's default toggle rates.
