`flow/design.v`:
```
`timescale 1ns / 1ps
module target(
    input wire clk_100Hz,
    input wire rst,
    input wire start,
    input wire [2:0] din,
    input wire shot,
    output wire [9:0] x,
    output reg  [8:0] y = 0,
    output reg  [1:0] state = 0,
    output reg  [1:0] animation_state = 0
    );
    localparam
        TARGET_INITIAL = 2'd0,
        TARGET_FLYING  = 2'd1,
        TARGET_DYING   = 2'd2;
    localparam
        TARGET_ANIMATION_WING_UP   = 2'd0,
        TARGET_ANIMATION_WING_MID  = 2'd1,
        TARGET_ANIMATION_WING_DOWN = 2'd2,
        TARGET_ANIMATION_DEAD      = 2'd3;
    localparam
        TARGET_INITIAL_X_OFFSET = 10'd674;
    localparam a_10x = 1;
    localparam vx_flying = 3, vx_dying = 2;
    wire [8:0] y_data = {6'd0, din} * 9'd40 + 9'd48;
    reg [1:0] next_state = TARGET_INITIAL;
    reg [9:0] x_offset = TARGET_INITIAL_X_OFFSET;  
    reg [4:0] animation_counter = 0;
    reg [31:0] vy_10x = 0;
    assign x = x_offset - 10'd34;
    always @ (posedge clk_100Hz) begin
        state <= next_state;
        case (state)
            TARGET_INITIAL: begin
                y <= y_data;
                x_offset <= TARGET_INITIAL_X_OFFSET;
                animation_counter <= 0;
                vy_10x <= 0;
            end
            TARGET_FLYING: begin
                animation_counter <= animation_counter + 1;
                x_offset <= x_offset - vx_flying;
            end
            TARGET_DYING: begin
                y <= y + (vy_10x / 10);
                vy_10x <= vy_10x + a_10x;
                x_offset <= x_offset - vx_dying;
            end
        endcase
    end
    always @ (*) begin
        if (state == TARGET_DYING)
            animation_state = TARGET_ANIMATION_DEAD;
        else begin
            case (animation_counter[4:3])
                2'd0: animation_state = TARGET_ANIMATION_WING_UP;
                2'd1: animation_state = TARGET_ANIMATION_WING_MID;
                2'd2: animation_state = TARGET_ANIMATION_WING_DOWN;
                2'd3: animation_state = TARGET_ANIMATION_WING_MID;
            endcase
        end
    end
    always @ (*) begin
        next_state = state;
        case (state)
            TARGET_INITIAL: begin
                if (start & ~rst)
                    next_state = TARGET_FLYING;
            end
            TARGET_FLYING: begin
                if (rst)
                    next_state = TARGET_INITIAL;
                else if (x_offset <= 3 || y >= 400 || (y != 48 && y != 88 && y != 128 && y != 168 && y != 208 && y != 248 && y != 288 && y != 328))
                    next_state = TARGET_INITIAL;
                else if (shot)
                    next_state = TARGET_DYING;
            end
            TARGET_DYING: begin
                if (rst)
                    next_state = TARGET_INITIAL;
                else if (x_offset <= 3 || y >= 400)
                    next_state = TARGET_INITIAL;
            end
        endcase
    end
endmodule
```
`flow/config.mk`:
```
export PLATFORM = sky130hd
export DESIGN_NAME = target
export DESIGN_NICKNAME = target
export VERILOG_FILES = /design/flow/design.v
export SDC_FILE = /design/flow/constraint.sdc
export NUM_CORES = 4
export LEC_CHECK = 1
export CORE_UTILIZATION = 50
```
`flow/run.sh`:
```
#!/bin/bash
# OpenROAD 26Q1-2900-gdf79404cd8, Yosys 0.63+post, stock flow scripts
make -C /OpenROAD-flow-scripts/flow DESIGN_CONFIG=/design/flow/config.mk WORK_HOME=/design/flow/orfs finish
```
`flow/constraint.sdc`:
```
current_design target

set clk_period 19.5
set clk_io_pct 0.2

create_clock -name clk0 -period $clk_period [get_ports {clk_100Hz}]

set non_clock_inputs [all_inputs -no_clocks]
set_input_delay [expr $clk_period * $clk_io_pct] -clock clk0 $non_clock_inputs
set_output_delay [expr $clk_period * $clk_io_pct] -clock clk0 [all_outputs]
```
==> impl_metrics.csv <==
group,metric,value,unit
routing,detail-route-antenna-nets,0,
routing,drt_pass1_iterations,5,
layout,ff_latch_area,0.00174,sq mm
die,initial_core_util,0.513,
global_routing,vias_in_the_first_global_route,6882,
final_timing,final-setup-viol-count,0,
worst_setup_path,crit-reg2reg-capture,"y[8]",
clock_network,hold_buffers,0,
global_routing,grt_max_degree,38,
synth,enable_flop_cells,58,
die,die-width,130,um
synth,netlist_instances,1034,
synth,yosysTopAreaCell,"edfxtp_1",
worst_setup_path,rr_worst_depth,49,
clock_network,post_cts.repair.setup_buffers,0,
routing,drc,0,
die,floorplan.io_pins,30,
synth,netlist_top_cells_count,"nor2_1 (105), nand2_1 (72), edfxtp_1 (58)",
routing,route.layer.met1.wl,10200,um
layout,drive_gt1_frac,0.0870,
layout,layout.cell_area.non_filler,0.00870,sq mm
final_timing,grt_setup_unrepaired,"false",
final_timing,finalHoldViolCount,0,
worst_setup_path,worstSetupStartpointType,"flip-flop",
place,place.gp.congestion,0.903,
routing,route.antenna.diode_count,0,
synth,cell_count_in_the_yosys_report,1034,
final_timing,fmax,70.8,MHz
synth,synth_warnings,1,
synth,postSynthSeqShare,0.214,
global_routing,grt_antenna_before_repair,0,
place,postPlaceCellArea,0.00841,sq mm
die,num_rows,46,
final_timing,fin_skew,0.00683,ns
min_path,hold_path_class,"flip-flop to flip-flop",
global_routing,global_route.overflow_total,0,
synth,flop_cell,"edfxtp_1",
worst_setup_path,endpoint_kind,"flip-flop",
synth,synth-seq-cells,58,
final_timing,post-route-period-util,0.725,
routing,routed_via_density,6.43,
die,core_area,0.0159,sq mm
routing,route.top_layer_used,"met4",
run_status,status,"completed",
clock_network,cts_tree,"yes",
routing,wl_met3,1280,um
clock_network,clock_latency,0.32,ns
synth,number_of_distinct_standard_cells_referenced_by_the_synthesized_netlist,116,
synth,synthMostInstantiatedCell,"nor2_1",
worst_setup_path,critPathMaxStageDelay,0.71,ns
clock_network,ctsResizeCount,0,
clock_network,clock_path_buffers,2,
layout,fillers,1482,
worst_setup_path,rrSetupSlack,5.37,ns
routing,via_count,7894,
die,die.size.y,130,um
final_timing,period_needed,14.13,ns
clock_network,ctsRootBufferMaster,"clkbuf_16",
synth,mappedNetlistArea,0.00815,sq mm
synth,per_instance_average_area_after_synthesis,7.88,sq um
synth,yosysChipArea,0.00815,sq mm
worst_setup_path,crit_path_start,"vy_10x[27]",
worst_setup_path,worst-endpoint-arrival,14.20,ns
place,portBuffers,29,
global_routing,grt_first_pass_wirelength,34900,um
final_timing,timing.final.max_slew_violations,0,
routing,routedWlPerCell,17.2,um
final_timing,max-slew-margin-rel,0.445,
job,max_cap_violations,0,
place,hpwl,14900,um
routing,detailroute.wirelength.met2,9370,um
routing,routed_wirelength,21100,um
worst_setup_path,worst_setup_path_endpoint,"y[8]",
worst_setup_path,critical_path.slowest_cell,"a211oi_4",
die,floorplan_die_area,0.0168,sq mm
synth,post_synth_main_area_contributors,"edfxtp_1 (21%), xnor2_1 (5.3%), nor2_1 (4.8%), nand2_1 (3.3%), ha_1 (3.1%)",
global_routing,global_route.usage.total,0.264,
synth,yosys.area.top_type_share,0.214,
worst_setup_path,critical_path_required,19.57,ns
final_timing,worstMarginPinSlew,0.825,ns
worst_setup_path,setup.worst_path.class,"flip-flop to flip-flop",
worst_setup_path,worstPathMaxFanout,18,
clock_network,cts.sink_count,58,
clock_network,cts-buffers-inserted,9,
layout,combGateArea,0.00585,sq mm
layout,area_growth,6.68,%
routing,first_iter_violations,570,
worst_setup_path,reg_to_reg_startpoint,"vy_10x[27]",
clock_network,ctsHtreeMaxLevel,3,
final_timing,setup_tns,0,ns
job,number_of_warning_messages_in_the_logs,31,
synth,synth_async_sr_flop_share,0,
clock_network,worst_setup_hold_path_clk_slew,0.05,ns
==> layout make-up <==
cell class	instances	area share
multi-input cells	847	0.672
clock inverters	7	0.00691
flip-flops and latches	58	0.200
well taps	216	0.0311
clock buffers	9	0.0259
repair buffers	38	0.0411
inverters	52	0.0224
==> metrics by stage <==
step	hold slack, ns	worst slack [ns]	std cells	util
floorplan	0.561	7.58	1034	-
global route	0.609	4.10	1227	0.547
detailed placement	0.585	5.58	1211	0.530
CTS	0.593	5.51	1227	0.547
finish	0.592	5.37	1227	0.547
global placement	0.588	5.69	1211	0.530
==> state kept, by name (all words and copies together), names as in the netlist <==
name,count
vy_10x,32
state,2
y,9
x_offset,10
animation_counter,5
==> layer usage <==
layer | vias up | track usage
met5 | - | 0
met4 | 0 | 0.0410
met3 | 31 | 0.0292
met2 | 296 | 0.388
met1 | 3668 | 0.439
li1 | 3899 | -
==> worst min path at each step <==
stage / from / end / slack (ns) / cells after the start
CTS: animation_counter[0] / animation_counter[0] / 0.59 / 1
finish: animation_counter[0] / animation_counter[0] / 0.59 / 1
global route: animation_counter[0] / animation_counter[0] / 0.61 / 1
==> cell usage in the layout, fill, tap and decap left out, types with 10 or more instances in the layout <==
cell type        count
nor3_1              50
edfxtp_1            58
mux2_2              10
o211ai_1            12
and3_1              16
o21ai_0             50
nand2_1             72
and2_1              16
nor4_1              13
a31oi_1             15
a211oi_1            11
nand4_1             17
or3_1               15
o21a_1              11
xnor2_1             49
mux2i_1             11
nor2_1             105
clkdlybuf4s50_1     29
o211a_1             10
xor2_1              15
a21oi_1             41
ha_1                20
inv_1               44
nand3_1             50
==> critical path: cells and delay by family, from the launching register on <==
family          cells  cell delay [ns]
fa+ha+maj           2             0.56
mux                 2             0.58
compound gates     27             8.07
buf+inv             1             0.05
xor+xnor            2             0.27
flops               1             0.61
simple gates       15             3.69
==> cells by family (layout without fill, tap and decap cells) <==
kind of cell / count (synthesis) / in the layout / share of synthesized area
AND-OR/OR-AND: 313 / 313 / 0.307
XOR/XNOR: 64 / 64 / 0.0688
adder cells (fa/ha/maj): 24 / 24 / 0.0381
buffers and inverters: 129 / 106 / 0.0692
flip-flops: 58 / 58 / 0.214
multiplexers: 25 / 25 / 0.0351
AND/OR/NAND/NOR: 421 / 421 / 0.268
